===== flow/design.v =====
module generic_decoder  
#(parameter D = 20)(
input [$clog2(D)-1 : 0]selectors ,
input enable ,
output reg [D - 1 : 0]Q
);
integer k ;
always@(*)
  begin
    if (~enable)
      Q = 'b0  ;
    else
      begin
        Q = 'b0  ; 
        for(k = 0 ; k < D ; k = k+1)  
          begin
            if (k == selectors)
              Q [k] = 1'b1  ;
            else 
              Q = Q  ; 
          end 
      end
  end
endmodule
module memory_cell (               
input clk ,
input reset_n ,
input select ,
input write ,
input read ,
input in_data ,
output reg out_data ,
output storage
);
reg  D_stored  ;
always @ (posedge clk , negedge reset_n)
begin
  if (~reset_n)
     begin
       D_stored <= 1'bx  ;
       out_data <= 1'bx  ;
     end
  else if (select)
    begin
      case ({read , write})
        2'b00 :  
          begin
             D_stored <= D_stored ;
             out_data <= 1'bx ;
          end
        2'b01 :  
          begin
             D_stored <= in_data ;
             out_data <= 1'bx ;
          end
        2'b10 :  
          begin
             D_stored <= D_stored ;
             out_data <= D_stored ;
          end
        2'b11 :  
          begin
             D_stored <= in_data ;
             out_data <= D_stored ;
          end
        default : 
          begin
             D_stored <= D_stored ;
             out_data <= 1'bx ;
          end
      endcase
    end
  else 
    begin
     D_stored <= D_stored ;
     out_data <= 1'bx ;
    end
end
assign storage = D_stored ;
endmodule
module memory_word          
#(parameter R = 8) (
input clk ,
input reset_n ,
input select ,
input write ,
input read ,
input [R-1 : 0]in_data ,
output [R-1 : 0]out_data,
output [R-1 : 0]storage
);
generate
genvar k ;
   for (k = 0 ; k < R ; k = k+1)
     begin 
       memory_cell cell1 (
          .clk(clk),
          .reset_n(reset_n),
          .select(select),
          .write(write),
          .read(read),
          .in_data(in_data[k]),
          .out_data(out_data[k]),
          .storage(storage[k])
       );
     end
endgenerate
endmodule
module register_file                 
#(parameter word_width = 32 , length = 128) (
input clk ,
input reset_n ,
input [$clog2(length)-1 : 0]write_addres ,
input [$clog2(length)-1 : 0]read_addres ,
input write ,
input read ,
input [word_width-1 : 0]in_data ,
output [word_width-1 : 0]out_data 
);
wire [word_width-1 : 0] storage [0 : length-1] ;
wire [length - 1 : 0]dec_wri_Q ;
generic_decoder #(.D(length)) writeDecoder (
  .selectors(write_addres),
  .enable(write),
  .Q(dec_wri_Q)
);
wire [length - 1 : 0]dec_read_Q ;
generic_decoder #(.D(length)) readDecoder (
  .selectors(read_addres),
  .enable(read),
  .Q(dec_read_Q)
);
generate
genvar k;
   for(k = 0 ; k< length ; k=k+1)
     begin
       memory_word #(.R(word_width)) word (
          .clk(clk),
          .reset_n(reset_n),
          .select(dec_wri_Q[k] | dec_read_Q[k]),
          .write(dec_wri_Q[k]),
          .read(dec_read_Q[k]),
          .in_data(in_data),
          .out_data( ),
          .storage(storage[k])
       );
     end
endgenerate
  assign out_data = storage[read_address] ;
endmodule

===== flow/run.sh =====
#!/bin/bash
# OpenROAD 26Q1-2900-gdf79404cd8, Yosys 0.63+post, stock flow scripts
make -C /OpenROAD-flow-scripts/flow DESIGN_CONFIG=/design/flow/config.mk WORK_HOME=/design/flow/orfs finish

===== flow/config.mk =====
export PLATFORM = sky130hd
export DESIGN_NAME = register_file
export DESIGN_NICKNAME = register_file
export VERILOG_FILES = /design/flow/design.v
export SDC_FILE = /design/flow/constraint.sdc
export NUM_CORES = 4
export LEC_CHECK = 1
export CORE_AREA = 10 10 95 95
export DIE_AREA = 0 0 105 105

===== flow/constraint.sdc =====
current_design register_file

set clk_period 1.5
set clk_io_pct 0.2

create_clock -name clk0 -period $clk_period [get_ports {clk}]

set non_clock_inputs [all_inputs -no_clocks]
set_input_delay [expr $clk_period * $clk_io_pct] -clock clk0 $non_clock_inputs
set_output_delay [expr $clk_period * $clk_io_pct] -clock clk0 [all_outputs]

==> deck_impl_summary.md <==
Run Summary

Finish
  • Number of fill cells: 690
  • Fin cells: 249
  • Largest register by flop count: genblk1.word.genblk1.cell1.D_stored
  • P&R area growth vs syn: 51.2%
  • Util after Layout: approximately a third
  • Largest register FFs: 32
  • Fraction of layout cells with a size suffix above 1: around 30%
  • Finished Cell Area: ~2400 um^2
  • Regs by FF count: genblk1.word.genblk1.cell1.D_stored x32

STA
  • Final setup vio count: 0
  • Layout Skew: 0 ps
  • Final Cycle Share: 94.5%
  • Worst-margin pin slew: between 300 and 400 ps
  • Setup TNS: 0 ps
  • Final Max Slew Viols: 0
  • Final Hold Fails: 0
  • RSZ-0062 raised after global routing: no
  • Fmax: between 700 and 800 MHz
  • Slew headroom: between 70% and 80%
  • Period minus WS final: 1420 ps

Die
  • Core area: just under 7000 um^2
  • Row count: 30
  • Chip width: 105 um
  • Number of primary I/O pins: roughly 80
  • Chip Area: 11000 um^2
  • Initial Util: 22.9%
  • Die H: 105 um

Pwr
  • PD cells: 816 nW/um^2
  • Sequential Power Share: 49.6%
  • Power Internal: 0.00154 W
  • Switch share: a little over a fifth
  • Total Power: 0.00195 W
  • Worst IR Drop VDD: 241 uV
  • Combinational share of power: a little under a fifth
  • NetSw: 0.000408 W
  • Static leakage power: about 1.2 nW
  • Clk network pwr share: between 30% and 40%

Setup path
  • Worst setup EP type: primary output
  • Critical path type: flip-flop to primary output
  • R2r startpoint: genblk1[0].word.genblk1[31].cell1.D_stored
  • Buf/Inv on CP: 1
  • WP data required: 1200 ps
  • Worst endpoint data arrival time: 1120 ps
  • Setup crit start: genblk1[0].word.genblk1[24].cell1.D_stored
  • CP delay by family, top: buffers and inverters
  • CP Depth: 1
  • Crit path cell chain: clkdlybuf4s50_1
  • Reg2reg end: genblk1[0].word.genblk1[31].cell1.D_stored
  • Worst reg2reg setup slack: 750 ps
  • R2R cell count: 1
  • Max FO, Critical Path: 2
  • Worst path max stage delay: 490 ps
  • Worst Setup EP: out_data[24]
  • CP Launch Type: flip-flop
  • Max stage delay cell, worst path: clkdlybuf4s50_1

Detailed routing
  • Vias after detailed routing: 895
  • DR iter-0 viols: 32
  • DRT Wirelength: between 3 and 4 mm
  • DRC: 0
  • Routed len/inst: 14.4 um
  • Vias per cell: ~3.6
  • Diode count: 0
  • Post-route ant nets: 0
  • DRT Pass-1 Iters: 3

Clock tree
  • CTS Buf Count: 5
  • Clk slew on worst S/H paths: 70 ps
  • H-tree depth: 2
  • Clk latency late pin: about 270 ps
  • CTS sink count: 32
  • Root buffer cell: clkbuf_8
  • Post-CTS setup buffer count: 0
  • CTS tree: done
  • Clock Tree Buf Depth: 2

Synthesis
  • Avg Cell Area, Syn: 15.5 um^2
  • Seq share, synth: 50.6%
  • Post-Synthesis Cells: 102
  • Syn. warnings: 6
  • Yosys reg bits: 32
  • Cells in synth_stat.txt: 102
  • Chip Area, Yosys: between 1500 and 2000 um^2
  • Distinct lib cells: 8
  • Mapped Area: around 1600 um^2

Placed design
  • Placed cell count: 239
  • Cell Area, Placed: 2210 um^2
  • I/O Buffers: between 70 and 80
  • Dpl hpwl: 2.62 mm
  • GP Congestion: 0.668

Global routing
  • Total grt overflow: 0
  • Largest net degree at the start of global routing: 19
  • GRT Total Usage: 6.07%
  • Initial antenna violation count: 0
  • Global-route wire length before repair: 5.50 mm
  • Vias in the first global route: 1020

Run
  • Warning total across the stage logs: 33
  • Max-cap violations: 0

Status
  • Status: finished clean

Hold path
  • Hold/Removal Path Class: primary input to async pin
-- synth_stat cells, drive strengths merged --
| cell | n | share of area (%) |
|---|---|---|
| nor4 | 1 | 0.79 |
| mux2 | 32 | 30 |
| dfrtp | 32 | 51 |
| nor4b | 1 | 0.95 |
| nand2 | 1 | 0.40 |
| buf | 35 | 17 |
-- worst min path at each step --
stage / from / endpoint / slack, ps
after CTS: reset_n / genblk1[0].word.genblk1[31].cell1.D_stored / 490
after global routing: reset_n / genblk1[0].word.genblk1[31].cell1.D_stored / 490
final: reset_n / genblk1[0].word.genblk1[31].cell1.D_stored / 470
-- kinds of logic after synthesis --
group / synth area share (%)
buffers and inverters: 17.3
multiplexers: 29.9
flip-flops: 50.6
AND/OR/NAND/NOR: 2.14
-- power by group through the flow --
stage | Clock [W] | Combinational [W] | Sequential [W]
CTS | 0.000654 | 0.000371 | 0.000970
global route | 0.000689 | 0.000396 | 0.000979
finish | 0.000619 | 0.000364 | 0.000969
-- cell type report --
type	count	area [um^2]	area share [%]
Sequential cell	32	801	33.5
Clock buffer	6	72.6	3.04
Clock inverter	1	5.00	0.209
Tap cell	96	120	5.02
Multi-Input combinational cell	35	529	22.1
Timing Repair Buffer	79	863	36.1
-- routing by layer --
| metal | track usage (%) | routed length [um] | vias up |
|---|---|---|---|
| met5 | 0 | 0 | - |
| met4 | 1.27 | 83 | 0 |
| met3 | 2.92 | 309 | 6 |
| met2 | 8.76 | 1570 | 47 |
| met1 | 8.12 | 1630 | 432 |
| li1 | - | - | 410 |
-- cell usage in the layout, fill, tap and decap left out, types with 2 or more instances in the layout --
cell type and instances:
mux2_4 30, mux2_2 2, clkbuf_16 2, buf_12 3, dlymetal6s2s_1 7, clkdlybuf4s50_1 65
dfrtp_1 32, clkbuf_8 5
-- through the flow --
stage          worst slack, ps  hold WS (ps)
2_1_floorplan              204          4.41
3_3_place_gp              -279           245
3_5_place_dp              -274           242
4_1_cts                   26.8           492
5_1_grt                   18.0           490
6_report                  83.2           473
-- timing repair --
item	CTS	global route
gates resized	0	10
hold buffers	1	0
hold endpoints to repair	14	0
setup endpoints to repair	0	30
No activity file was given, so power comes from the tool's default toggle rates.
